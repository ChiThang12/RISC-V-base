===== /design/flow/run.sh =====
#!/bin/bash
# OpenROAD 26Q1-2900-gdf79404cd8, Yosys 0.63+post, stock flow scripts
make -C /OpenROAD-flow-scripts/flow DESIGN_CONFIG=/design/flow/config.mk WORK_HOME=/design/flow/orfs finish

===== /design/flow/config.mk =====
export PLATFORM = sky130hd
export DESIGN_NAME = riscv_base_regfile
export DESIGN_NICKNAME = riscv_base_regfile
export VERILOG_FILES = /design/flow/design.v
export SDC_FILE = /design/flow/constraint.sdc
export NUM_CORES = 4
export LEC_CHECK = 1
export CORE_UTILIZATION = 40

===== /design/flow/constraint.sdc =====
current_design riscv_base_regfile

set clk_period 9.8
set clk_io_pct 0.2

create_clock -name clk0 -period $clk_period [get_ports {clk_i}]

set non_clock_inputs [all_inputs -no_clocks]
set_input_delay [expr $clk_period * $clk_io_pct] -clock clk0 $non_clock_inputs
set_output_delay [expr $clk_period * $clk_io_pct] -clock clk0 [all_outputs]

===== /design/flow/design.v =====
module riscv_base_regfile#(
    parameter SUPPORT_REGFILE_XILINX = 0
)(
    input clk_i,
    input rst_i,
    input [4:0] rd0_i,
    input [31:0] rd0_value_i,
    input [4:0] ra0_i,
    input [4:0] rb0_i,
    output [31:0] ra0_value_o,
    output [31:0] rb0_value_o
);
generate
    if(SUPPORT_REGFILE_XILINX) begin : REGFILE_XILINX_SINGLE
        riscv_xinlinx_2r1w u_reg(
            .clk_i(clk_i),
            .rst_i(rst_i),
            .rd0_i(rd0_i),
            .rd0_value_i(rd0_value_i),
            .ra0_i(ra0_i),
            .rb0_i(rb0_i),
            .ra0_value_o(ra0_value_o),
            .rb0_value_o(rb0_value_o)
        );
    end else begin : REGFILE
        reg [31:0] reg_r1_q;
        reg [31:0] reg_r2_q;
        reg [31:0] reg_r3_q;
        reg [31:0] reg_r4_q;
        reg [31:0] reg_r5_q;
        reg [31:0] reg_r6_q;
        reg [31:0] reg_r7_q;
        reg [31:0] reg_r8_q;
        reg [31:0] reg_r9_q;
        reg [31:0] reg_r10_q;
        reg [31:0] reg_r11_q;
        reg [31:0] reg_r12_q;
        reg [31:0] reg_r13_q;
        reg [31:0] reg_r14_q;
        reg [31:0] reg_r15_q;
        reg [31:0] reg_r16_q;
        reg [31:0] reg_r17_q;
        reg [31:0] reg_r18_q;
        reg [31:0] reg_r19_q;
        reg [31:0] reg_r20_q;
        reg [31:0] reg_r21_q;
        reg [31:0] reg_r22_q;
        reg [31:0] reg_r23_q;
        reg [31:0] reg_r24_q;
        reg [31:0] reg_r25_q;
        reg [31:0] reg_r26_q;
        reg [31:0] reg_r27_q;
        reg [31:0] reg_r28_q;
        reg [31:0] reg_r29_q;
        reg [31:0] reg_r30_q;
        reg [31:0] reg_r31_q;
        wire [31:0] x0_zero_w = 32'b0;
        wire [31:0] x1_ra_w   = reg_r1_q;
        wire [31:0] x2_sp_w   = reg_r2_q;
        wire [31:0] x3_gp_w   = reg_r3_q;
        wire [31:0] x4_tp_w   = reg_r4_q;
        wire [31:0] x5_t0_w   = reg_r5_q;
        wire [31:0] x6_t1_w   = reg_r6_q;
        wire [31:0] x7_t2_w   = reg_r7_q;
        wire [31:0] x8_s0_w   = reg_r8_q;
        wire [31:0] x9_s1_w   = reg_r9_q;
        wire [31:0] x10_a0_w  = reg_r10_q;
        wire [31:0] x11_a1_w  = reg_r11_q;
        wire [31:0] x12_a2_w  = reg_r12_q;
        wire [31:0] x13_a3_w  = reg_r13_q;
        wire [31:0] x14_a4_w  = reg_r14_q;
        wire [31:0] x15_a5_w  = reg_r15_q;
        wire [31:0] x16_a6_w  = reg_r16_q;
        wire [31:0] x17_a7_w  = reg_r17_q;
        wire [31:0] x18_s2_w  = reg_r18_q;
        wire [31:0] x19_s3_w  = reg_r19_q;
        wire [31:0] x20_s4_w  = reg_r20_q;
        wire [31:0] x21_s5_w  = reg_r21_q;
        wire [31:0] x22_s6_w  = reg_r22_q;
        wire [31:0] x23_s7_w  = reg_r23_q;
        wire [31:0] x24_s8_w  = reg_r24_q;
        wire [31:0] x25_s9_w  = reg_r25_q;
        wire [31:0] x26_s10_w = reg_r26_q;
        wire [31:0] x27_s11_w = reg_r27_q;
        wire [31:0] x28_t3_w  = reg_r28_q;
        wire [31:0] x29_t4_w  = reg_r29_q;
        wire [31:0] x30_t5_w  = reg_r30_q;
        wire [31:0] x31_t6_w  = reg_r31_q;
        always @(posedge clk_i) begin
            if(rst_i) begin
                reg_r1_q       <= 32'h00000000;
                reg_r2_q       <= 32'h00000000;
                reg_r3_q       <= 32'h00000000;
                reg_r4_q       <= 32'h00000000;
                reg_r5_q       <= 32'h00000000;
                reg_r6_q       <= 32'h00000000;
                reg_r7_q       <= 32'h00000000;
                reg_r8_q       <= 32'h00000000;
                reg_r9_q       <= 32'h00000000;
                reg_r10_q      <= 32'h00000000;
                reg_r11_q      <= 32'h00000000;
                reg_r12_q      <= 32'h00000000;
                reg_r13_q      <= 32'h00000000;
                reg_r14_q      <= 32'h00000000;
                reg_r15_q      <= 32'h00000000;
                reg_r16_q      <= 32'h00000000;
                reg_r17_q      <= 32'h00000000;
                reg_r18_q      <= 32'h00000000;
                reg_r19_q      <= 32'h00000000;
                reg_r20_q      <= 32'h00000000;
                reg_r21_q      <= 32'h00000000;
                reg_r22_q      <= 32'h00000000;
                reg_r23_q      <= 32'h00000000;
                reg_r24_q      <= 32'h00000000;
                reg_r25_q      <= 32'h00000000;
                reg_r26_q      <= 32'h00000000;
                reg_r27_q      <= 32'h00000000;
                reg_r28_q      <= 32'h00000000;
                reg_r29_q      <= 32'h00000000;
                reg_r30_q      <= 32'h00000000;
                reg_r31_q      <= 32'h00000000;
            end else begin
                if      (rd0_i == 5'd1)  reg_r1_q  <= rd0_value_i;
                else if (rd0_i == 5'd2)  reg_r2_q  <= rd0_value_i;
                else if (rd0_i == 5'd3)  reg_r3_q  <= rd0_value_i;
                else if (rd0_i == 5'd4)  reg_r4_q  <= rd0_value_i;
                else if (rd0_i == 5'd5)  reg_r5_q  <= rd0_value_i;
                else if (rd0_i == 5'd6)  reg_r6_q  <= rd0_value_i;
                else if (rd0_i == 5'd7)  reg_r7_q  <= rd0_value_i;
                else if (rd0_i == 5'd8)  reg_r8_q  <= rd0_value_i;
                else if (rd0_i == 5'd9)  reg_r9_q  <= rd0_value_i;
                else if (rd0_i == 5'd10) reg_r10_q <= rd0_value_i;
                else if (rd0_i == 5'd11) reg_r11_q <= rd0_value_i;
                else if (rd0_i == 5'd12) reg_r12_q <= rd0_value_i;
                else if (rd0_i == 5'd13) reg_r13_q <= rd0_value_i;
                else if (rd0_i == 5'd14) reg_r14_q <= rd0_value_i;
                else if (rd0_i == 5'd15) reg_r15_q <= rd0_value_i;
                else if (rd0_i == 5'd16) reg_r16_q <= rd0_value_i;
                else if (rd0_i == 5'd17) reg_r17_q <= rd0_value_i;
                else if (rd0_i == 5'd18) reg_r18_q <= rd0_value_i;
                else if (rd0_i == 5'd19) reg_r19_q <= rd0_value_i;
                else if (rd0_i == 5'd20) reg_r20_q <= rd0_value_i;
                else if (rd0_i == 5'd21) reg_r21_q <= rd0_value_i;
                else if (rd0_i == 5'd22) reg_r22_q <= rd0_value_i;
                else if (rd0_i == 5'd23) reg_r23_q <= rd0_value_i;
                else if (rd0_i == 5'd24) reg_r24_q <= rd0_value_i;
                else if (rd0_i == 5'd25) reg_r25_q <= rd0_value_i;
                else if (rd0_i == 5'd26) reg_r26_q <= rd0_value_i;
                else if (rd0_i == 5'd27) reg_r27_q <= rd0_value_i;
                else if (rd0_i == 5'd28) reg_r28_q <= rd0_value_i;
                else if (rd0_i == 5'd29) reg_r29_q <= rd0_value_i;
                else if (rd0_i == 5'd30) reg_r30_q <= rd0_value_i;
                else if (rd0_i == 5'd31) reg_r31_q <= rd0_value_i;
            end
        end
        reg [31:0] ra0_value_r;
        reg [31:0] rb0_value_r;
        always @(*) begin
            case (ra0_i)
                5'd1: ra0_value_r = reg_r1_q;
                5'd2: ra0_value_r = reg_r2_q;
                5'd3: ra0_value_r = reg_r3_q;
                5'd4: ra0_value_r = reg_r4_q;
                5'd5: ra0_value_r = reg_r5_q;
                5'd6: ra0_value_r = reg_r6_q;
                5'd7: ra0_value_r = reg_r7_q;
                5'd8: ra0_value_r = reg_r8_q;
                5'd9: ra0_value_r = reg_r9_q;
                5'd10: ra0_value_r = reg_r10_q;
                5'd11: ra0_value_r = reg_r11_q;
                5'd12: ra0_value_r = reg_r12_q;
                5'd13: ra0_value_r = reg_r13_q;
                5'd14: ra0_value_r = reg_r14_q;
                5'd15: ra0_value_r = reg_r15_q;
                5'd16: ra0_value_r = reg_r16_q;
                5'd17: ra0_value_r = reg_r17_q;
                5'd18: ra0_value_r = reg_r18_q;
                5'd19: ra0_value_r = reg_r19_q;
                5'd20: ra0_value_r = reg_r20_q;
                5'd21: ra0_value_r = reg_r21_q;
                5'd22: ra0_value_r = reg_r22_q;
                5'd23: ra0_value_r = reg_r23_q;
                5'd24: ra0_value_r = reg_r24_q;
                5'd25: ra0_value_r = reg_r25_q;
                5'd26: ra0_value_r = reg_r26_q;
                5'd27: ra0_value_r = reg_r27_q;
                5'd28: ra0_value_r = reg_r28_q;
                5'd29: ra0_value_r = reg_r29_q;
                5'd30: ra0_value_r = reg_r30_q;
                5'd31: ra0_value_r = reg_r31_q;
                default : ra0_value_r = 32'h00000000;  
            endcase
            case (rb0_i)
                5'd1: rb0_value_r = reg_r1_q;
                5'd2: rb0_value_r = reg_r2_q;
                5'd3: rb0_value_r = reg_r3_q;
                5'd4: rb0_value_r = reg_r4_q;
                5'd5: rb0_value_r = reg_r5_q;
                5'd6: rb0_value_r = reg_r6_q;
                5'd7: rb0_value_r = reg_r7_q;
                5'd8: rb0_value_r = reg_r8_q;
                5'd9: rb0_value_r = reg_r9_q;
                5'd10: rb0_value_r = reg_r10_q;
                5'd11: rb0_value_r = reg_r11_q;
                5'd12: rb0_value_r = reg_r12_q;
                5'd13: rb0_value_r = reg_r13_q;
                5'd14: rb0_value_r = reg_r14_q;
                5'd15: rb0_value_r = reg_r15_q;
                5'd16: rb0_value_r = reg_r16_q;
                5'd17: rb0_value_r = reg_r17_q;
                5'd18: rb0_value_r = reg_r18_q;
                5'd19: rb0_value_r = reg_r19_q;
                5'd20: rb0_value_r = reg_r20_q;
                5'd21: rb0_value_r = reg_r21_q;
                5'd22: rb0_value_r = reg_r22_q;
                5'd23: rb0_value_r = reg_r23_q;
                5'd24: rb0_value_r = reg_r24_q;
                5'd25: rb0_value_r = reg_r25_q;
                5'd26: rb0_value_r = reg_r26_q;
                5'd27: rb0_value_r = reg_r27_q;
                5'd28: rb0_value_r = reg_r28_q;
                5'd29: rb0_value_r = reg_r29_q;
                5'd30: rb0_value_r = reg_r30_q;
                5'd31: rb0_value_r = reg_r31_q;
                default : rb0_value_r = 32'h00000000;  
            endcase
        end
        assign ra0_value_o = ra0_value_r;
        assign rb0_value_o = rb0_value_r;
    end
endgenerate
endmodule

==> results.py <==
# Flow results
metrics = {
    "critical_path": {
        "crit_path_max_incr_delay_ps": 1070,
        "critPathSlowestCell": "nor2_4",
        "end_kind": "output pin",
        "cp_max_fo": 24,
        "critPathKind": "input port to output pin",
        "path_cells": "clkdlybuf4s50_1 > buf_4 > nand3b_2 > nor2_4 > buf_4 > a222oi_1 > nand4_1 > clkdlybuf4s50_1",
        "cp.required_ps": 7840,
        "start_kind": "input port",
        "crit_arrival_ps": 6430,
    },
    "global_routing": {
        "met1_usage_pct": 72.9,
        "grt_pass1_vias": 52600,
        "met2_usage_pct": 77.0,
        "grt_usage_pct": 60.9,
        "grtUsageMet3_pct": 38.8,
        "grt.busiest_layer": "met2",
        "antenna_found_initial": 37,
        "grt_pass1_wl_um": 474000,
        "grt.overflow.total": 0,
        "grt_max_degree": 145,
    },
    "finish": {
        "filler_cell_count": 11400,
        "flop_area_um2": 19900,
        "drive_gt1_share_pct": 10.5,
        "final_util_pct": 46.9,
        "area_growth_pct": 15.7,
        "final_area_um2": 54800,
        "final_cells": 7975,
        "comb_area_um2": 25500,
    },
    "yosys": {
        "avgSynthCellArea_um2": 7.42,
        "top_cell_area_share_pct": 41.9,
        "yosysChipArea_um2": 47400,
        "synth-main-ff-cell": "dfxtp_1",
        "syn_inst": 6391,
        "yosysTopAreaCell": "dfxtp_1",
        "yosysWarnings": 1,
        "syn_area_um2": 47400,
        "numSynthFlops": 992,
        "post-synth-top-count-cell": "nand2_1",
        "edf_count": 0,
        "synthTopCellsByCount": "nand2_1, a21oi_1, dfxtp_1, a22oi_1, clkbuf_1",
        "synthArstFlopShare_pct": 0,
        "top_cells_by_area": "dfxtp_1, nand2_1, a21oi_1",
        "ys_types": 68,
        "ys_cells": 6391,
        "ys_seq_share_pct": 41.9,
    },
    "min_path": {
        "min_path_type": "flip-flop to flip-flop",
    },
    "clock_tree": {
        "root_buffer": "clkbuf_16",
        "clock_sinks": 992,
        "numCtsBuffers": 110,
        "cts_resized": 0,
        "clkLatencyLatePin_ps": 750,
        "ctsHoldBuffers": 0,
        "cts_tree": "built",
        "clockBufferDepth": 3,
        "clkTransAtPathRegs_ps": 60,
        "post_cts_buffers": 0,
        "htreeDepth": 3,
    },
    "run_status": {
        "status": "finished, final reports clean",
    },
    "floorplanning": {
        "io_pins": 113,
        "die_h_um": 346,
        "row_count": 125,
        "chip_area_um2": 120000,
        "core-area_um2": 117000,
        "die_x_um": 346,
        "fp-utilization_pct": 40.6,
    },
    "detailed_routing": {
        "wirelength_um": 362000,
        "ant_nets": 0,
        "vias": 58400,
        "drtIter0Drc": 9140,
        "route.detailed.drc": 0,
        "wl_per_cell_um": 45.4,
        "drtPass1Iterations": 10,
        "viasPerCell": 7.32,
    },
    "placement": {
        "portBuffers": 112,
        "placed_area_um2": 50800,
        "dp.cells": 7717,
        "routabilityCongestion": 1.15,
        "pre_cts_slack_ps": 1720,
        "hpwl_um": 228000,
    },
    "power_and_ir_drop": {
        "ir_drop_v": 0.000165,
        "leakage_uw": 0.0177,
        "p_per_area_nw_per_um2": 175,
    },
    "final_timing": {
        "period_needed_ps": 8390,
        "slew_violations": 0,
        "slew_headroom_pct": 11.4,
        "max_slew.worst_pin.slew_ps": 1330,
        "setup_tns_ps": 0,
        "grt_setup_unrepaired": "no",
        "skew_ps": 0,
        "final.period_utilization_pct": 85.6,
        "setup_ws_ps": 1410,
        "hold_viol": 0,
        "setup_viol": 0,
        "max_freq_mhz": 119,
    },
    "flow_run": {
        "warnings": 29,
        "drv_cap": 0,
    },
}
cell families after synthesis:
group	count (synthesis)	synth area share, %
buffers and inverters	624	5.66
AND/OR/NAND/NOR	2672	23.1
AND-OR/OR-AND	1976	26.5
multiplexers	127	2.78
flip-flops	992	41.9
final cells by class:
cell class,instances,area share [%]
Multi-Input combinational cell,4775,46.5
Sequential cell,992,36.2
Timing Repair Buffer,421,6.34
Clock buffer,158,5.90
Tap cell,1524,3.48
Clock inverter,42,1.23
Antenna cell,58,0.265
Inverter,5,0.0342
path summary, 6_finish.rpt:
kind                                       startpoint  cells after the start                    end  slack [ps]
worst max-delay path                         ra0_i[3]                      8        ra0_value_o[30]        1410
worst min-delay path            REGFILE.reg_r27_q[21]                      2  REGFILE.reg_r27_q[21]         470
worst max register to register   REGFILE.reg_r10_q[6]                      2   REGFILE.reg_r10_q[6]        8910
worst min register to register  REGFILE.reg_r27_q[21]                      2  REGFILE.reg_r27_q[21]         470
power by group:
part | switching (uW) | internal [uW] | total (uW)
registers | 62.6 | 4080 | 4150
logic | 681 | 150 | 831
clock network | 1880 | 2730 | 4600
critical path: cells and delay by family:
family | cells | cell delay [ps]
AND-OR/OR-AND | 1 | 230
buffers and inverters | 4 | 2020
AND/OR/NAND/NOR | 3 | 2190
placed cells by master (no fill, tap or decap), types with 98 or more instances in the layout:
| cell | netlist | routed |
|---|---|---|
| a21oi_1 | 1040 | 1040 |
| a22oi_1 | 572 | 572 |
| buf_4 | 43 | 310 |
| clkbuf_16 | 0 | 113 |
| clkdlybuf4s50_1 | 0 | 105 |
| dfxtp_1 | 992 | 992 |
| mux2i_1 | 106 | 106 |
| nand2_1 | 2155 | 2124 |
| nand4_1 | 98 | 98 |
metrics by stage:
stage	hold WS [ps]	power [uW]
after floorplan	444	4530
after global placement	454	4980
after detailed placement	462	4980
after CTS	471	9470
after global routing	486	9670
final	471	9580
layer usage:
metal  vias to the layer above  wire length [um]
met1                     27800            123000
met4                        32             36200
met5                         -               339
met3                      2017             64900
met2                      6114            137000
li1                      22400                 -
Power and IR drop assume default switching activity.
